### ./run.sh
#!/bin/bash
# OpenROAD 26Q1-2900-gdf79404cd8, Yosys 0.63+post, stock flow scripts
make -C /OpenROAD-flow-scripts/flow DESIGN_CONFIG=/design/flow/config.mk WORK_HOME=/design/flow/orfs finish
### ./config.mk
export PLATFORM = sky130hd
export DESIGN_NAME = slow_to_fast_sync
export DESIGN_NICKNAME = slow_to_fast_sync
export VERILOG_FILES = /design/flow/design.v
export SDC_FILE = /design/flow/constraint.sdc
export NUM_CORES = 4
export LEC_CHECK = 1
export CORE_AREA = 10 10 84 84
export DIE_AREA = 0 0 94 94
### ./constraint.sdc
current_design slow_to_fast_sync

set clk_period 1.4
set clk_io_pct 0.2

create_clock -name clk0 -period $clk_period [get_ports {fast_clk}]
create_clock -name clk1 -period $clk_period [get_ports {slow_clk}]

set non_clock_inputs [all_inputs -no_clocks]
set_input_delay [expr $clk_period * $clk_io_pct] -clock clk0 $non_clock_inputs
set_output_delay [expr $clk_period * $clk_io_pct] -clock clk0 [all_outputs]
### ./design.v
module slow_to_fast_sync(slow_clk, fast_clk, d, q);
	parameter N = 12;
	input slow_clk, fast_clk;
	input [N-1:0] d;
	output logic [N-1:0] q;
	logic [N-1:0] q1, q2, q3, E;
	always_ff @ (posedge slow_clk) begin
		q1 <= d;
	end
	always_ff @ (posedge fast_clk) begin
		if (E) q2 <= q1;
	end
	always_ff @ (posedge ~fast_clk) begin
		q3 <= slow_clk;
		E <= q3;
	end
	always_ff @ (posedge fast_clk) begin
		q <= q2;
	end
endmodule 
==> flow_metrics.py <==
# Physical implementation metrics
metrics = {
    "power": {
        "max-vdd-ir-drop_v": 0.000337,
        "pwr-share-comb_pct": 1.5,
        "p_per_area_nw_per_um2": 1610,
        "swShare_pct": 17.4,
        "pwr-share-clk_pct": 45.8,
        "switching_power_uw": 383,
        "seqPwrFrac_pct": 52.7,
        "intPower_uw": 1820,
        "p_leak_uw": 0.000504,
    },
    "job": {
        "drv_cap": 0,
        "warning_count": 30,
    },
    "sta": {
        "skew_ns": 0.0639,
        "rsz0062_at_grt": "yes",
        "drv_slew": 0,
        "finalSetupViolations": 12,
        "slew_headroom_pct": 89.8,
        "hold_viol": 1,
        "fin_hold_ws_ns": -0.0550,
        "max_slew.worst_pin.slew_ns": 0.153,
        "setup_ws_ns": -0.0746,
    },
    "synth": {
        "ys_seq_share_pct": 99.6,
        "ys_warn_count": 1,
        "yosysCellCount": 39,
        "area_leaders": "dfxtp_1, edfxtp_1, inv_1",
        "synthesis.area_um2": 885,
        "avgSynthCellArea_um2": 22.7,
        "yosysChipArea_um2": 885,
        "yosys.area.top_type": "dfxtp_1",
        "ys.flops": 38,
        "synth.distinct_cells": 3,
        "syn_inst": 39,
        "yosysTopAreaCellShare_pct": 58.8,
    },
    "global_route": {
        "grt-ovfl-total": 0,
        "grt_pass1_wl_um": 2260,
        "grt_usage_pct": 3.37,
        "grt_max_degree": 15,
        "first_global_vias": 465,
        "antenna_found_initial": 0,
    },
    "drt": {
        "n_antenna_cell": 0,
        "drc": 0,
        "final_antenna_net_count": 0,
        "wl_per_cell_um": 9.52,
        "finalWirelength_um": 1380,
        "viasPerCell": 2.64,
        "drt_iter0_drc": 29,
        "firstDrtPassIters": 2,
        "vias": 383,
    },
    "critical_path": {
        "critPathRequiredTime_ns": 1.37,
        "crit_path_end_kind": "flip-flop",
        "crit_path_start_kind": "flip-flop",
        "ff2ff_path_depth": 0,
        "path_max_fanout": 12,
        "worstSetupPathDepth": 0,
        "worst-setup-path-type": "reg -> reg",
        "worstPathArrival_ns": 1.45,
    },
    "clock_tree": {
        "cts_resized": 0,
        "clkTransAtPathRegs_ns": 0.08,
        "tritoncts": "yes",
        "post_cts_buffers": 0,
        "ctsHoldBuffers": 0,
    },
    "cells_and_area": {
        "seqCellArea_um2": 885,
        "stdcell_count": 145,
        "comb_cells": 0,
        "logic_area_um2": 0,
        "drive_above_1_share_pct": 16.0,
        "fillers": 531,
        "syn_to_final_growth_pct": 54.0,
    },
    "place": {
        "gp_congestion": 0.663,
        "placed_cells": 133,
        "port_buffers": 24,
        "hpwl_um": 1070,
    },
    "floorplan": {
        "ios": 26,
        "die_h_um": 94,
        "fp_util_pct": 17.0,
        "core-area_um2": 5200,
        "rows": 26,
        "die_w_um": 94,
        "dieArea_um2": 8840,
    },
    "status": {
        "violations": "hold timing, setup timing",
        "status": "complete, but fails checks",
    },
    "worst_hold_path": {
        "holdPathStages": 2,
        "hold_class": "clk -> reg",
    },
}
-- path summary, 6_finish.rpt --
check	start	slack, ns	end
worst min register to register	q3	0.32	E
max in group clk1	d[1]	0.93	q1[1]
min in group clk1	d[6]	0.38	q1[6]
worst max-delay path	E	-0.07	q2[0]
worst min-delay path	slow_clk	-0.06	q3
worst max register to register	E	-0.07	q2[0]
-- cells by family (layout without fill, tap and decap cells) --
logic type	after synthesis	after routing	share of synthesized area [%]
DFF	38	38	99.6
buffers and inverters	1	37	0.424
-- state kept, by name (all words and copies together) (netlist names) --
name,cells
q1,12
q2,12
q,12
E,1
q3,1
-- Yosys cell counts --
cell type,n
edfxtp_1,12
dfxtp_1,26
inv_1,1
-- area by class of cell --
type | instances | share of cell area, %
Clock buffer | 10 | 10.1
Clock inverter | 3 | 0.918
Sequential cell | 38 | 64.9
Tap cell | 70 | 6.43
Timing Repair Buffer | 24 | 17.6
-- power by group through the flow --
stage / sequential [uW] / combinational (uW) / clock, uW
after CTS: 1160 / 32.7 / 1050
after global routing: 1160 / 35.5 / 1110
final: 1160 / 32.4 / 1010
-- cell usage in the layout, fill, tap and decap left out --
cell type        count
dfxtp_1             25
clkdlybuf4s50_1     24
edfxtp_1            12
clkbuf_8            10
inv_1                2
dfxtp_4              1
clkinvlp_2           1
-- metrics by stage --
step	TNS, ns	worst slack, ns	utilization, %	area, um^2	power, uW
5_1_grt	-1.08	-0.0946	26.2	1360	2310
3_3_place_gp	-0.242	-0.0204	23.4	1220	1230
4_1_cts	-1.01	-0.0857	26.2	1360	2240
3_5_place_dp	-0.327	-0.0276	23.4	1220	1230
6_report	-0.890	-0.0746	26.2	1360	2200
2_1_floorplan	0	0.00468	-	888	1200
-- routing by layer --
| layer | track usage [%] | wire length (um) | part of all wire (%) |
|---|---|---|---|
| met5 | 0 | 0 | 0 |
| met2 | 4.61 | 613 | 44 |
| met3 | 2.26 | 149 | 11 |
| met4 | 2.53 | 105 | 7.6 |
| met1 | 3.59 | 511 | 37 |
Power is estimated from default activity; no workload was simulated.
