==> run.sh <==
#!/bin/bash
# OpenROAD 26Q1-2900-gdf79404cd8, Yosys 0.63+post, stock flow scripts
make -C /OpenROAD-flow-scripts/flow DESIGN_CONFIG=/design/flow/config.mk WORK_HOME=/design/flow/orfs finish
==> config.mk <==
export PLATFORM = sky130hd
export DESIGN_NAME = fast_to_slow_sync
export DESIGN_NICKNAME = fast_to_slow_sync
export VERILOG_FILES = /design/flow/design.v
export SDC_FILE = /design/flow/constraint.sdc
export NUM_CORES = 4
export LEC_CHECK = 1
export CORE_AREA = 10 10 84 84
export DIE_AREA = 0 0 94 94
==> constraint.sdc <==
current_design fast_to_slow_sync

set clk_period 1.1
set clk_io_pct 0.2

create_clock -name clk0 -period $clk_period [get_ports {fast_clk}]
create_clock -name clk1 -period $clk_period [get_ports {slow_clk}]

set non_clock_inputs [all_inputs -no_clocks]
set_input_delay [expr $clk_period * $clk_io_pct] -clock clk0 $non_clock_inputs
set_output_delay [expr $clk_period * $clk_io_pct] -clock clk0 [all_outputs]
==> design.v <==
module fast_to_slow_sync (fast_clk, slow_clk, d, q);
	parameter N = 12;
	input fast_clk, slow_clk;
	input [N-1:0] d;
	output logic [N-1:0] q;
	logic [N-1:0] q1, q2, q3, E;
	always_ff @ (posedge  fast_clk) begin
		q1 <= d;
	end
	always_ff @ (posedge fast_clk) begin
		if (E) q2 <= q1;
	end
	always_ff @ (posedge slow_clk) begin
		q <= q2;
	end
	always_ff @ (posedge ~fast_clk) begin
		q3 <= slow_clk;
		E <= q3;
	end
endmodule
==> run notes <==
yosys + openroad results -> Worst Setup End Kind flop, busiest grt layer met2, setup repair bufs after CTS 0, Post-Layout Cell Count 145, Reg2Reg Capture Point q2[4]$_DFFE_PP_, CTS Hold Bufs 0, drt pass-1 iters 2, Slew Viols, Final 0, Comb pwr share 1.4%, Clock Skew 0.0633 ns, Max-Cap Viols 0, vias in the first global route 447, outcome complete, but fails checks, initial antenna violation count 0, Critical Path Stages 0, PD cells 2120 nW/um^2, pre-CTS WS -0.171 ns, Top non-seq family buffers and inverters, core area 5200 sq um, worst-path fanout max 12, mean post-synth cell area 22.7 sq um, PnR worst setup slack -0.218 ns, Sequential Power Share 50.4%, CP endpoint q2[4]$_DFFE_PP_, path depth of the worst reg2reg path 0, crit start category flop, Sw Share 16.1%, PortBufs 24, GR Util met2 4.55%, Post-synth EDFFs 12, synthesized area 885 sq um, Boundary Pins 26, via count 369, hold slack final -0.0502 ns, Yosys cell types 3, most common cell in the netlist dfxtp_1, Main area contributors dfxtp_1 (59%), edfxtp_1 (41%), inv_1 (0.42%), WL/cell 8.78 microns, Init Core Util 17.0%, final WL 1270 microns, met3 usage 1.86%, Util after Layout 26.5%, grt total ovfl 0, Area leader share 58.8%, Chip Area, Yosys 885 sq um, GP Congestion 0.628, Worst Path Class, Setup flop to flop, design internal power 2460 uW, Die Y 94 microns, Req. time, crit path 1.07 ns, relative slew slack 90.2%, setup violators final 12, layout cells sized above 1 17.3%, yosys cell count 39, residual DRC count 0, total track usage 2.92%, Worst-path clk slew 0.08 ns, register bit total from synthesis 38, Overall Power 2920 uW, Multiplexer share 0%, Comb area 0 sq um, Peak VDD IR 0.483 mV, clock power share 48.1%, tool warnings 31, Syn-to-layout area delta 56.0%, leakage 0.000526 uW, Hold Path Class clock port to flop, reg2reg setup slack -0.22 ns, Final Hold Fails 1, die area 8840 sq um, RR Startpoint E$_DFF_N_, first-pass GRT wire length 1970 microns, Post-Synth AOI/OAI Area 0%, Worst Tran Pin Value 0.146 ns, RSZ-0062 raised after global routing yes, dominant register cell dfxtp_1, DP Cell Count 133, DR iter-0 viols 11, Seq share, synth 99.6%, ANT cells 0, CP startpoint E$_DFF_N_, met1 GRT Util 2.65%, post-CTS sizing 17, Antenna Nets Post-Route 0, Cells after Synth 39, synth warn 1, fa+ha+maj area frac 0%, Rows 26, multi-input gate count 0, Vias/cell 2.54, Data arrival, critical path 1.29 ns, Post-synth ARST share 0%, and+or+nand+nor area frac 0%, commonest cells in the netlist dfxtp_1 (26), edfxtp_1 (12), inv_1 (1), TritonCTS clock tree built, xor/xnor share 0%, Die W 94 microns, violated checks hold timing, setup timing, Sw Pwr 470 uW, Synth area leader dfxtp_1, largest net degree at the start of global routing 16
[final cells by class]
| type | instances | area [sq um] |
|---|---|---|
| timing repair buffer | 24 | 236 |
| clock inverter | 2 | 7.51 |
| clock buffer | 11 | 163 |
| tap | 70 | 87.6 |
| fill | 536 | 3820 |
| sequential | 38 | 886 |
[cells in the final DEF (no fill, tap or decap)]
cell type / instances
inv_1: 2
clkbuf_8: 10
clkbuf_16: 1
clkdlybuf4s15_1: 9
dlygate4sd2_1: 3
edfxtp_1: 12
dfxtp_1: 24
clkdlybuf4s50_1: 12
dfxtp_4: 1
dfxtp_2: 1
[worst min path at each step]
stage,startpoint,endpoint,slack (ns),depth (start not counted)
6_report,slow_clk,q3$_DFF_N_,-0.05,2
4_1_cts,slow_clk,q3$_DFF_N_,-0.05,2
5_1_grt,slow_clk,q3$_DFF_N_,-0.07,2
[routing by layer]
| layer | vias up | share of wire (%) | wire length (microns) |
|---|---|---|---|
| li1 | 199 | - | - |
| met1 | 151 | 36 | 455 |
| met2 | 14 | 51 | 652 |
| met3 | 5 | 8.5 | 108 |
| met4 | 0 | 4.5 | 57 |
| met5 | - | 0 | 0 |
[cells by family after synthesis]
family / count (synthesis)
buf+inv: 1
flops: 38
[through the flow]
stage	cell area [sq um]	TNS [ns]
2_1_floorplan	888	-1.74
3_3_place_gp	1220	-2.00
3_5_place_dp	1220	-2.05
4_1_cts	1370	-2.67
5_1_grt	1380	-2.91
6_report	1380	-2.61
[flip-flops by register name, indices dropped and copies added (netlist names)]
register and count:
E 1, q 12, q1 12, q2 12
q3 1
[power groups by stage]
stage | Sequential, uW | Combinational [uW] | Clock [uW]
CTS | 1470 | 42.4 | 1460
global route | 1480 | 44.5 | 1520
finish | 1470 | 41.7 | 1410
No activity file was given, so power comes from the tool's default toggle rates.
