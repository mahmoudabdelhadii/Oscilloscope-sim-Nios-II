$ cat flow/constraint.sdc
current_design selection_control

set clk_period 7.8
set clk_io_pct 0.2

create_clock -name clk0 -period $clk_period

set non_clock_inputs [all_inputs -no_clocks]
set_input_delay [expr $clk_period * $clk_io_pct] -clock clk0 $non_clock_inputs
set_output_delay [expr $clk_period * $clk_io_pct] -clock clk0 [all_outputs]
$ cat flow/design.v
module selection_control(clk, actual_selected_modulation, actual_selected_signal, modulation_selector, 
			 signal_selector, sin, cos, squ, saw, ASK, FSK, BPSK, LFSR, phase_inc, dds_increment);
	input clk;
	input [3:0] modulation_selector;
	input [7:0] signal_selector;
	input [11:0] sin, cos, squ, saw, ASK, FSK, BPSK, LFSR;
	input [31:0] dds_increment;
	output logic [11:0] actual_selected_modulation, actual_selected_signal;
	output logic [31:0] phase_inc;
	parameter [3:0] sine_signal = 	4'b0000;
	parameter [3:0] cos_signal = 	4'b0001;
	parameter [3:0] saw_signal = 	4'b0010;
	parameter [3:0] squ_signal = 	4'b0011;
	parameter [3:0] ASK_mod = 	4'b0000;
	parameter [3:0] FSK_mod = 	4'b0001;
	parameter [3:0] BPSK_mod = 	4'b0010;
	parameter [3:0] LFSR_mod = 	4'b0011;
	always_comb begin
		case (signal_selector) 
        		sine_signal: actual_selected_signal = sin;
        		cos_signal: actual_selected_signal = cos;
        		saw_signal: actual_selected_signal = saw;
        		squ_signal: actual_selected_signal = squ;
       		 	default: actual_selected_signal = sin;
		endcase
	end
	assign phase_inc = (modulation_selector == FSK_mod) ? dds_increment : 32'h102;
	always_comb begin
		case (modulation_selector)
			ASK_mod: actual_selected_modulation = ASK; 
			FSK_mod: actual_selected_modulation = FSK;
			BPSK_mod: actual_selected_modulation = BPSK;
			LFSR_mod: actual_selected_modulation = LFSR;
			default: actual_selected_modulation = ASK;
		endcase
	end
endmodule 
$ cat flow/run.sh
#!/bin/bash
# OpenROAD 26Q1-2900-gdf79404cd8, Yosys 0.63+post, stock flow scripts
make -C /OpenROAD-flow-scripts/flow DESIGN_CONFIG=/design/flow/config.mk WORK_HOME=/design/flow/orfs finish
$ cat flow/config.mk
export PLATFORM = sky130hd
export DESIGN_NAME = selection_control
export DESIGN_NICKNAME = selection_control
export VERILOG_FILES = /design/flow/design.v
export SDC_FILE = /design/flow/constraint.sdc
export NUM_CORES = 4
export LEC_CHECK = 1
export CORE_AREA = 10 10 96 96
export DIE_AREA = 0 0 106 106
==> ci_impl_report.md <==
### Yosys + OpenROAD results

| Metric | Value |
|---|---|
| Outcome | finished clean |
| Initial antenna violation count | 0 |
| Number of top-level pins | 197 |
| Clkbuf count | 0 |
| GRT Util Overall | 0.137 |
| Leak | 1.27 nW |
| Post-CTS Hold Fix Bufs | 0 |
| Fin crit period | 5.64 ns |
| CP top delay family | simple AND/OR/NAND/NOR gates |
| Routed vias/inst | between 4 and 5 |
| Number of global-route vias before repair | 2218 |
| Largest fanout on the critical path | 14 |
| Worst setup path category | primary input to output port |
| Tool warnings | 33 |
| Seq. cell area | 0 µm² |
| Placeable Area | 7210 µm² |
| Max Fclk | 177 MHz |
| Final tally of setup violations | 0 |
| Total grt overflow | 0 |
| Post-Route WL | 8340 µm |
| Final Hold Vio Count | 0 |
| Final hold slack | 4.03 ns |
| CP required | 6.24 ns |
| Starting DRC count in detailed routing | roughly 63 |
| Die Size | 11200 µm² |
| Area Growth Syn to Fin | 148% |
| Max stage delay on crit path | 0.81 ns |
| Setup TNS | 0 ns |
| Top logic cell by instance count in the layout | clkdlybuf4s50_1 |
| Warnings from Yosys | 1 |
| First-pass iteration count of the detailed router | 4 |
| Worst hold path type | primary input to output port |
| Layout cells sized above 1 | 0.0691 |
| Max-slew headroom | 0.495 |
| Max Cap Violations | 0 |
| Avg WL per Cell | between 15 and 20 µm |
| Crit path DAT | slightly above 4 ns |
| CP startpoint | signal_selector[5] |
| Total power | 0.150 mW |
| Count of pins over their slew limit | 0 |
| Vias post-DR | 2140 |
| Worst-case vdd ir drop | between 0.015 and 0.02 mV |
| I/O Buffers | around 200 |
| Hold Crit Start | dds_increment[12] |
| HPWL after detailed placement | slightly above 7000 µm |
| Placer Congestion | 0.769 |
| Post-synthesis cell area | 1380 µm² |
| Top cell by count, worst path | clkdlybuf4s50_1 |
| First-pass GRT wire length | approximately 13000 µm |
| # diodes | 0 |
| Remaining antenna violation count | 0 |
| Top cells excl fill/tap | clkdlybuf4s50_1 (196), and2_1 (30), mux2i_1 (18) |
| DRC | 0 |
| Fill count | between 700 and 800 |
| Yosys Instances | between 150 and 200 |
| Syn_area_per_cell | 7.02 µm² |
| Setup crit start kind | primary input |
| RSZ-0062 raised after global routing | false |
| Critical Path End Type | output port |
| Die Span X | 106 µm |
| Worst slew pin tran | 0.756 ns |
| Count of different cell masters after synthesis | 28 |
| FP Rows | 31 |
| Chip area estimate from yosys synthesis | around 1400 µm² |
| Die y size | 106 µm |
| FP Core Util | 0.191 |
| Flop count | 0 |
| Post_cts resized | 0 |
| Post-CTS Setup Bufs | 0 |
| Synth Seq Share | 0 |
| Critical-path cell list | clkdlybuf4s50_1 > or4_1 > nor3_2 > buf_4 > a221oi_1 > clkdlybuf4s50_1 |
| PD cells | 43.9 nW/µm² |
| Cell count after synthesis | 196 |
| Worst Path Buf+Inv | 3 |
| Slowest-stage cell, CP | or4_1 |
| Pin count of the biggest net entering global routing | ~44 |
| Fin crit share | 0.723 |
-- report_power, final --
part	total, mW	switching (mW)	internal (mW)	leakage (nW)
clock	0	0	0	0
sequential	0	0	0	0
combinational	0.150	0.0430	0.107	1.27
total	0.150	0.0430	0.107	1.27
-- area by class of cell --
cell class / instances / area (µm²) / share of cell area
inverter: 14 / 52.6 / 0.0154
multi-input combinational: 161 / 1240 / 0.363
tap: 99 / 124 / 0.0363
timing repair buffer: 201 / 2000 / 0.585
-- metrics by stage --
| stage | std cells | area [µm²] | util | setup WS [ns] |
|---|---|---|---|---|
| global route | 475 | 3420 | 0.473 | 1.98 |
| global placement | 475 | 3420 | 0.473 | 2.16 |
| floorplan | 196 | 1380 | - | 3.44 |
| CTS | 475 | 3420 | 0.473 | 2.15 |
| finish | 475 | 3420 | 0.473 | 2.16 |
| detailed placement | 475 | 3420 | 0.473 | 2.16 |
-- path summary, 6_finish.rpt --
path,end,slack [ns],cells after the start
setup / recovery,actual_selected_signal[0],2.16,6
hold / removal,phase_inc[12],4.03,3
-- routing by layer --
layer	vias up	wire length [µm]	global-route usage
met5	-	0	0
met1	941	3240	0.156
met3	0	630	0.0385
met2	85	4460	0.259
met4	0	0	0.00387
li1	1114	-	-
-- logic make-up (layout without fill, tap and decap cells) --
family,after synthesis,count (layout),synth area share
multiplexers,24,24,0.180
AND/OR/NAND/NOR,77,77,0.332
buffers and inverters,35,215,0.106
AND-OR/OR-AND,60,60,0.382
-- cells in the mapped netlist --
library cell	count	area share
nor3b_1	1	0.0055
or2_2	2	0.0091
o211ai_1	1	0.0055
clkbuf_1	13	0.035
inv_1	14	0.038
and2_1	30	0.14
a221oi_2	10	0.11
o22ai_1	5	0.023
nand3b_1	1	0.0055
nand3_1	1	0.0036
buf_2	5	0.018
a22oi_1	6	0.033
a31oi_1	6	0.027
o41ai_1	12	0.076
nor3_1	2	0.0073
or3_1	12	0.055
or2_4	1	0.0064
mux2_2	6	0.049
buf_1	2	0.0055
nand2b_1	8	0.036
nor2_1	11	0.030
mux2i_1	18	0.13
a22o_1	6	0.038
o21ai_0	7	0.025
nor2b_1	7	0.032
buf_6	1	0.0082
or4_1	1	0.0055
a221oi_1	7	0.045
Power figures rest on the tool's default switching activity, not on a simulated workload.
